`/design/flow/constraint.sdc`:
```
current_design immGen

set clk_period 1.3
set clk_io_pct 0.2

create_clock -name clk0 -period $clk_period

set non_clock_inputs [all_inputs -no_clocks]
set_input_delay [expr $clk_period * $clk_io_pct] -clock clk0 $non_clock_inputs
set_output_delay [expr $clk_period * $clk_io_pct] -clock clk0 [all_outputs]
```
`/design/flow/design.v`:
```
`timescale 1ns / 1ps
module immGen(
    output reg [31:0] gen_out,
    input  [31:0] inst
    );
    always @(*)begin
    if (inst[6:5]==2'b00) begin
        if (inst [31]==1)  gen_out={20'b11111111111111111111,inst[31:20]};
        else begin  gen_out={20'b00000000000000000000,inst[31:20]};        
        end
        end
    else if(inst[6:5]==2'b01) begin 
        if (inst [31]==1)  gen_out={20'b11111111111111111111,inst[31:25],inst[11:7]};
        else begin  gen_out={20'b00000000000000000000,inst[31:25],inst[11:7]};        
        end
    end
      else if (inst[6]==1) begin 
    if (inst [31]==1)  gen_out={20'b11111111111111111111,inst[31],inst[7],inst[30:25],inst[11:8]};
        else begin  gen_out={20'b00000000000000000000,inst[31],inst[7],inst[30:25],inst[11:8]};        
        end
    end
    else begin
     gen_out=32'b00000000000000000000000000000000;
    end   
    end
endmodule
```
`/design/flow/config.mk`:
```
export PLATFORM = sky130hd
export DESIGN_NAME = immGen
export DESIGN_NICKNAME = immGen
export VERILOG_FILES = /design/flow/design.v
export SDC_FILE = /design/flow/constraint.sdc
export NUM_CORES = 4
export LEC_CHECK = 1
export CORE_AREA = 10 10 70 70
export DIE_AREA = 0 0 80 80
```
`/design/flow/run.sh`:
```
#!/bin/bash
# OpenROAD 26Q1-2900-gdf79404cd8, Yosys 0.63+post, stock flow scripts
make -C /OpenROAD-flow-scripts/flow DESIGN_CONFIG=/design/flow/config.mk WORK_HOME=/design/flow/orfs finish
```
==> ci_impl_report.md <==
## Synthesis and layout report

| Metric | Value |
|---|---|
| Final setup TNS | `0 ns` |
| Initial DRC count | `5` |
| Final HPWL from detailed placement | `979 um` |
| Pre-antenna DRT Iters | `2` |
| Total GRT Usage | `3.26%` |
| Drt drc | `0` |
| Initial antenna violation count | `0` |
| Die Y | `80 um` |
| RSZ-0062 raised after global routing | `false` |
| Fill cells | `399` |
| Worst Setup Path Type | `input port to output port` |
| Core area | `3420 um2` |
| Synthesized area | `368 um2` |
| Max_cap viols | `0` |
| Via density | `2.83` |
| Placement Setup Slack | `-0.617 ns` |
| Tightest Pin Transition | `0.172 ns` |
| Cells after synthesis | `45` |
| Status | `finished clean` |
| Floorplan Utilization | `10.8%` |
| Synth area leader | `buf_4` |
| Tmin final | `1.27 ns` |
| PnR worst setup slack | `0.0312 ns` |
| Finish-stage setup viols | `0` |
| Largest net degree at the start of global routing | `22` |
| Number of global-route vias before repair | `310` |
| Peak Freq | `788 MHz` |
| Crit path DRT | `1.04 ns` |
| Yosys warnings | `1` |
| Vias | `286` |
| Sequential fraction of the synthesis area | `0%` |
| Remaining antenna violation count after routing | `0` |
| Comb area | `184 um2` |
| Routed len/inst | `11.2 um` |
| Hold crit path type | `input port to output port` |
| Antenna cell count | `0` |
| Chip area | `6400 um2` |
| Final period utilization | `97.6%` |
| CP Capture Type | `output port` |
| Setup crit start kind | `input port` |
| First-pass GRT wire length | `1.65 mm` |
| CTS Hold Buffers Added | `0` |
| Final Util | `17.0%` |
| Syn Area/Cell | `8.17 um2` |
| Maximum vdd ir drop | `0.0711 mV` |
| Count of input and output buffers | `29` |
| Clkbuf count | `0` |
| Row cnt | `21` |
| Tool warnings | `46` |
| Die width | `80 um` |
| Max Slew Vio Count | `0` |
| Rel. slew slack | `88.6%` |
| Area contributors post-synth | `buf_4 43%, mux2_4 24%, mux2i_1 14%` |
| Synth-to-Final Area Change | `57.8%` |
| Pwr dens | `274 nW/um2` |
| Cell variety after synth | `7` |
| CP Data Arrival Time | `1.01 ns` |
| Critical path fanouts, max | `6` |
| Registers | `0` |
| Top-area cell share | `42.9%` |
| GP Congestion | `0.734` |
| Final wirelength | `1.14 mm` |
| GRT overflow | `0` |
| # Cells Yosys | `45` |
| Fin. Hold Viols | `0` |
| Yosys synthesis chip area | `368 um2` |
| IO Count | `64` |
| Reg area | `0 um2` |
| Pleak | `0.331 nW` |
| Share of cells above drive strength 1 | `38.2%` |
-- Yosys cell counts --
cell / count
buf_6: 2
clkbuf_1: 1
mux2_4: 6
buf_4: 21
nand2_1: 5
mux2i_1: 5
o21ai_1: 5
-- worst paths after layout --
| check | from | to | slack [ns] | depth (start not counted) |
|---|---|---|---|---|
| worst min-delay path | inst[31] | gen_out[11] | 0.52 | 0 |
| worst max-delay path | inst[6] | gen_out[8] | 0.03 | 5 |
-- cells in the final DEF (no fill, tap or decap), drive strengths merged --
| cell type | instances |
|---|---|
| buf | 13 |
| bufbuf | 1 |
| clkdlybuf4s15 | 1 |
| clkdlybuf4s50 | 2 |
| dlygate4sd2 | 11 |
| dlymetal6s2s | 6 |
| mux2 | 6 |
| mux2i | 5 |
| nand2 | 5 |
| o21ai | 5 |
-- worst max-delay path: stages --
cell	delay, ns
buf_6	0.10
buf_12	0.12
buf_4	0.12
mux2_4	0.29
buf_6	0.11
-- kinds of logic (layout without fill, tap and decap cells) --
logic type	after synthesis	in the layout	share of synthesized area [%]
buf+inv	24	34	50.0
mux	11	11	38.1
compound gates	5	5	6.80
simple gates	5	5	5.10
-- through the flow --
stage	instances	power [mW]	hold slack [ns]	cell area [um2]
floorplan	45	0.100	0.582	368
global placement	97	0.175	0.520	552
detailed placement	97	0.176	0.520	552
CTS	101	0.165	0.520	562
global route	101	0.173	0.520	581
finish	101	0.159	0.520	581
-- area by class of cell --
class	count	area share, %
Multi-Input combinational cell	21	31.7
Timing Repair Buffer	34	58.4
Tap cell	46	9.91
-- routing by layer --
layer | wire (um) | up-vias | global-route usage [%]
li1 | - | 148 | -
met1 | 366 | 133 | 2.97
met2 | 670 | 5 | 6.98
met3 | 98 | 0 | 1.02
met4 | 0 | 0 | 0
met5 | 0 | - | 0
-- power by group --
part | switching, mW | leakage [nW] | internal, mW
combinational | 0.0438 | 0.331 | 0.115
sequential | 0 | 0 | 0
clock | 0 | 0 | 0
total | 0.0438 | 0.331 | 0.115
-- what timing repair did --
| action | CTS | global route |
|---|---|---|
| setup endpoints to repair | 11 | 5 |
| cloned | 1 | 0 |
| setup buffers | 3 | 0 |
| gates resized | 45 | 7 |
| pin swaps | 2 | 3 |
Power figures rest on the tool's default switching activity, not on a simulated workload.
