==> flow/run.sh <==
#!/bin/bash
# OpenROAD 26Q1-2900-gdf79404cd8, Yosys 0.63+post, stock flow scripts
make -C /OpenROAD-flow-scripts/flow DESIGN_CONFIG=/design/flow/config.mk WORK_HOME=/design/flow/orfs finish
==> flow/config.mk <==
export PLATFORM = sky130hd
export DESIGN_NAME = Signed_BCD
export DESIGN_NICKNAME = Signed_BCD
export VERILOG_FILES = /design/flow/design.v
export SDC_FILE = /design/flow/constraint.sdc
export NUM_CORES = 4
export LEC_CHECK = 1
export CORE_UTILIZATION = 30
==> flow/constraint.sdc <==
current_design Signed_BCD

set clk_period 9.3
set clk_io_pct 0.2

create_clock -name clk0 -period $clk_period [get_ports {clk}]

set non_clock_inputs [all_inputs -no_clocks]
set_input_delay [expr $clk_period * $clk_io_pct] -clock clk0 $non_clock_inputs
set_output_delay [expr $clk_period * $clk_io_pct] -clock clk0 [all_outputs]
==> flow/design.v <==
`timescale 1ns / 1ps
`timescale 1ns / 1ps
module Signed_BCD ( 
input clk, 
input [7:0] num, 
output reg [3:0] Anode, 
output reg [6:0] LED_out 
 ); 
 reg [3:0] Hundreds;
 reg [3:0] Tens;
 reg [3:0] Ones;
 reg [3:0] LED_BCD; 
 reg [19:0] refresh_counter = 0; 
 wire [1:0] LED_activating_counter; 
 wire [7:0] unsigned_num = (num[7])? ~num + 1 : num;
 always @(posedge clk) 
 begin 
 refresh_counter <= refresh_counter + 1; 
 end 
 assign LED_activating_counter = refresh_counter[19:18]; 
 always @(*) 
 begin 
 case(LED_activating_counter) 
 2'b00: begin
 Anode = 4'b0111; 
 LED_BCD = (num[7])? 4'b1111 : 4'b0000; 
 end 
 2'b01: begin
 Anode = 4'b1011; 
 LED_BCD = Hundreds; 
 end 
 2'b10: begin
 Anode = 4'b1101; 
 LED_BCD = Tens; 
 end 
 2'b11: begin
 Anode = 4'b1110; 
 LED_BCD = Ones; 
 end 
 endcase 
 end 
 always @(*) 
 begin 
 case(LED_BCD) 
 4'b0000: LED_out = 7'b0000001;  
 4'b0001: LED_out = 7'b1001111;  
 4'b0010: LED_out = 7'b0010010;  
 4'b0011: LED_out = 7'b0000110;  
 4'b0100: LED_out = 7'b1001100;  
 4'b0101: LED_out = 7'b0100100;  
 4'b0110: LED_out = 7'b0100000;  
 4'b0111: LED_out = 7'b0001111;  
 4'b1000: LED_out = 7'b0000000;  
 4'b1001: LED_out = 7'b0000100;  
 4'b1111: LED_out = 7'b1111110;  
 default: LED_out = 7'b0000001;  
 endcase 
 end 
integer i; 
always @(unsigned_num) 
begin 
 Hundreds = 4'd0; 
 Tens = 4'd0; 
 Ones = 4'd0; 
for (i = 6; i >= 0 ; i = i-1 ) 
begin 
if(Hundreds >= 5 ) 
 Hundreds = Hundreds + 3; 
if (Tens >= 5 ) 
 Tens = Tens + 3; 
 if (Ones >= 5) 
 Ones = Ones +3;
 Hundreds = Hundreds << 1; 
 Hundreds [0] = Tens [3]; 
 Tens = Tens << 1; 
 Tens [0] = Ones[3]; 
 Ones = Ones << 1; 
 Ones[0] = unsigned_num[i]; 
end 
end 
endmodule 
==> results_slide.txt <==
Physical Implementation Snapshot

Pwr
  – Leakage: 1.52 nW
  – Final Power: 0.580 mW
  – Cell Pwr Density: 163 mW/mm^2
  – IR drop worst, VDD: 126 uV

GRT
  – Vias in the first global route: 2,183
  – First-pass GRT wire length: 9.54 mm
  – Total GRT Usage: 15.5%
  – Largest net degree at the start of global routing: 12
  – GRT Residual Overflow: 0
  – Initial antenna violation count: 0

Die
  – Die outline width: 87.5 um
  – Num rows: 30
  – Fp util: 31.6%
  – I/O pin total: 20
  – Die area: 0.00765 mm^2
  – Die Ht: 87.5 um
  – Core area: 0.00694 mm^2

Logic synthesis
  – Synth Warn #: 1
  – Post-synth seq share: 18.3%
  – Simple share: 21.0%
  – Seq cells post-synth: 20
  – Async SR Flop Fraction: 0%
  – MUX area fraction: 6.96%
  – Area leader, netlist: dfxtp_1
  – Dominant comb cell: AND-OR/OR-AND gates
  – Synthesized instance count: 263
  – Adder Share, Synth: 11.4%
  – Max-area cell share: 18.3%
  – Flip-flops with a built-in enable: 0
  – Yosys stat cell total: 263
  – Synthesis area per yosys: 0.00219 mm^2
  – Post-Syn Area: 0.00219 mm^2
  – Post-Synth AOI/OAI Area: 25.5%
  – Main flop type: dfxtp_1
  – Main area contributors: dfxtp_1 18%, ha_1 11%, xnor2_1 6.8%
  – Xor+xnor area frac: 11.4%
  – Syn_area_per_cell: 8.33 um^2
  – Unique cell types: 59

Job
  – OpenROAD warnings: 38
  – Max_cap viols: 0

CTS
  – Clk Latency, worst-skew pair: 250 ps
  – CTS Buf Count: 3
  – Clock sinks: 20
  – Worst-path clk slew: 70 ps
  – Clock Tree Root: clkbuf_8
  – Max Buffers Root-to-Sink: 2
  – H-tree levels: 1
  – CTS tree: yes

Setup path
  – Crit path max-delay cell type: or3b_4
  – R2R cell count: 6
  – Setup CP Type: input pin to primary output
  – Critical path endpoint category: primary output
  – R2r setup slk: 7550 ps
  – Crit-path max FO: 4
  – Critical Path Start: num[1]
  – CP max stage delay: 380 ps
  – Most used cell, CP: ha_4
  – Worst EP required: 7440 ps
  – Crit start category: input pin
  – Worst R2R Start: refresh_counter[6]$_DFF_P_
  – Data arrival, critical path: 7920 ps

Final timing
  – # setup viols final: 7
  – Tcrit/Tclk final: 105%
  – Unrepaired setup endpoints after global routing: true
  – Normalized max-slew margin: 50.7%
  – Final Hold Vio Count: 0
  – Fmax: 102 MHz
  – Max Slew Vio Count: 0
  – Worst Tran Pin Value: 732 ps
  – Worst hold slack: 406 ps
  – Post-Route Skew: 1.25 ps
  – Final Critical Period: 9780 ps
  – Final worst-path setup slack: -482 ps

Placed design
  – Detail Placement HPWL: 4.35 mm
  – Post-DP Area: 0.00317 mm^2
  – GPL Wtd Cong: 0.840
  – Port bufs: 19

Final layout
  – Largest registers: refresh_counter (20)
  – Seq. cell area: 400 um^2
  – Area delta synth->final: 62.8%
  – Layout Utilization: 51.4%
  – Layout cell share with drive strength beyond 1: 46.2%
  – Comb area: 0.00201 mm^2
  – Most flops, register: refresh_counter
  – Filler cells: 595
  – Max FFs per register: 20
  – Cell area after layout: 0.00357 mm^2

Route
  – DRT Wirelength: 5.66 mm
  – Via density: 4.85
  – Routed Antenna Nets: 0
  – Initial DRC count: 87
  – Detailed-route via count: 2,262
  – Remaining DRCs: 0
  – Antenna cell count: 0
  – Drt first pass iters: 4
  – Average wire per standard cell: 12.1 um

Run status
  – Run status: complete, but fails checks
  – Failing checks: setup timing

Worst hold path
  – HP Class: flip-flop to flip-flop
  – Hold depth: 1
  – Hold_sp: refresh_counter[0]$_DFF_P_
==> logic make-up (layout without fill, tap and decap cells) <==
family          Yosys count  count (layout)
flops                    20              20
fa+ha+maj                20              20
simple gates             89              89
mux                      13              13
compound gates           67              67
xor+xnor                 26              26
buf+inv                  28             135
==> metal layers <==
metal,routed length (um),vias up,part of all wire (%),global-route usage [%]
li1,-,1177,-,-
met1,2940,1067,52,23.9
met3,43,2,0.76,0.481
met4,41,0,0.72,1.94
met2,2640,16,47,25.0
met5,0,-,0,0
==> cell type report <==
cell class	count	share of cell area (%)
multi-input cells	215	56.4
flip-flops and latches	20	11.2
inverters	22	2.73
well taps	96	3.36
repair buffers	109	24.7
clock buffers	4	1.54
==> cell usage after synthesis (2+ instances only) <==
| cell | count |
|---|---|
| a21oi_1 | 8 |
| o221a_2 | 2 |
| nand2b_1 | 6 |
| clkbuf_1 | 4 |
| a211oi_1 | 6 |
| and4b_1 | 2 |
| buf_6 | 2 |
| xnor2_2 | 2 |
| o2111ai_1 | 3 |
| o211ai_1 | 5 |
| nand2_1 | 24 |
| a31o_2 | 3 |
| nand3_1 | 14 |
| and3b_1 | 2 |
| xnor2_1 | 17 |
| and2_1 | 3 |
| and3_1 | 5 |
| mux2_4 | 4 |
| nor3_1 | 5 |
| nor2b_1 | 4 |
| a21o_1 | 5 |
| ha_1 | 20 |
| o21ai_1 | 2 |
| a31oi_1 | 4 |
| dfxtp_1 | 20 |
| a311oi_4 | 2 |
| nor2_1 | 17 |
| o21ai_0 | 6 |
| mux2_2 | 2 |
| inv_1 | 22 |
| xor2_1 | 6 |
| a311o_1 | 3 |
| mux2i_1 | 7 |
==> metrics by stage <==
step                std cells  setup slack (ps)  TNS (ps)
floorplan                 263              -466     -1880
global placement          443             -1330     -8970
detailed placement        443             -1390     -9330
CTS                       463              -526     -3020
global route              466              -760     -4620
finish                    466              -482     -2660
==> cell usage in the layout (no fill, tap or decap), types with 5 or more instances in the layout <==
cell type / n
a21o_1: 5
a21oi_1: 8
buf_2: 7
buf_4: 80
buf_6: 10
clkdlybuf4s50_1: 5
dfxtp_1: 20
ha_1: 5
ha_4: 12
inv_1: 15
inv_2: 5
mux2i_1: 6
nand2_1: 20
nand3_1: 13
nor2_1: 17
o211ai_1: 5
xnor2_1: 16
xor2_1: 6
==> timing repair <==
item / 4_1_cts / 5_1_grt
resized: 69 / 25
hold buffers: 0 / 0
gates cloned: 0 / 0
setup buffers: 16 / 6
pin swaps: 29 / 20
endpoints found under the setup margin: 7 / 7
==> power by group <==
| part | switching [mW] | internal (mW) |
|---|---|---|
| sequential | 0 | 0.0856 |
| combinational | 0.186 | 0.245 |
| clock | 0.0257 | 0.0376 |
| total | 0.212 | 0.369 |
==> worst paths after layout <==
| kind | to |
|---|---|
| worst min-delay path | refresh_counter[0]$_DFF_P_ |
| worst max-delay path | LED_out[2] |
| worst max register to register | refresh_counter[19]$_DFF_P_ |
| worst min register to register | refresh_counter[0]$_DFF_P_ |
==> critical path, delay by kind of cell <==
family	cells	cell delay, ps
AOI/OAI and AO/OA	7	1450
xor gates and xnor gates	3	500
adders and majority gates	6	910
buffers and inverters	9	880
muxes	2	520
and+or+nand+nor	11	1760
Power and IR drop assume default switching activity.
